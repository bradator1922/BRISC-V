==> /design/flow/design.v <==
module mult_div(clk,rst,start,isMulDiv,A,B,funct3,funct7,MDResult,ready,busy,div_by_zero);
    input clk,rst,start,isMulDiv;
    input [31:0] A,B;
    input [2:0]  funct3;
    input [6:0]  funct7;
    output reg [31:0] MDResult;
    output reg ready,busy;
    output wire div_by_zero;
    wire dMUL      = (funct3 == 3'b000);
    wire dMULH     = (funct3 == 3'b001);
    wire dMULHSU   = (funct3 == 3'b010);
    wire dMULHU    = (funct3 == 3'b011);
    wire dDIV      = (funct3 == 3'b100);
    wire dDIVU     = (funct3 == 3'b101);
    wire dREM      = (funct3 == 3'b110);
    wire dREMU     = (funct3 == 3'b111);
    wire want_mul = dMUL | dMULH | dMULHSU | dMULHU;
    wire want_div = dDIV | dDIVU | dREM | dREMU;
      localparam S_IDLE = 2'd0,
               S_WAIT = 2'd1,
               S_DONE = 2'd2;
    reg [1:0] st, nst;
    reg start_mul_r, start_div_r;
    always @(posedge clk or posedge rst) begin
        if (rst) begin
            start_mul_r <= 0;
            start_div_r <= 0;
        end else begin
            start_mul_r <= (st == S_IDLE) && start && isMulDiv && want_mul;
            start_div_r <= (st == S_IDLE) && start && isMulDiv && want_div;
        end
    end
    reg opMUL, opMULH, opMULHSU, opMULHU;
    reg opDIV, opDIVU, opREM, opREMU;
    reg signed_a_l, signed_b_l;
    wire [63:0] prod64;
    wire mul_ready;
    wire mul_busy;
    folded_mult32 U_MUL(.clk(clk),.rst(rst),.start(start_mul_r),.A(A),.B(B),.signed_a(signed_a_l),.signed_b(signed_b_l),.P(prod64),.ready(mul_ready),.busy(mul_busy));
    wire [31:0] div_Q, div_R;
    wire div_ready;
    wire div_busy_i;
    wire div_dbz;
    radix4_div32 U_DIV(.clk(clk),.rst(rst),.start(start_div_r),.dividend(A),.divisor(B),.is_signed(opDIV | opREM),.Q(div_Q),.R(div_R),.ready(div_ready),.busy(div_busy_i),.div_by_zero(div_dbz));
    assign div_by_zero = div_dbz;
    always @(*) begin
        case (st)
            S_IDLE: nst = (start && isMulDiv) ? S_WAIT : S_IDLE;
            S_WAIT: begin
                if ((want_mul && mul_ready) || (want_div && div_ready))
                    nst = S_DONE;
                else
                    nst = S_WAIT;
            end
            S_DONE: nst = S_IDLE;
            default: nst = S_IDLE;
        endcase
    end
    always @(posedge clk or posedge rst) begin
        if (rst) begin
            st <= S_IDLE;
            ready <= 0;
            busy  <= 0;
            MDResult <= 0;
            opMUL <= 0; opMULH <= 0; opMULHSU <= 0; opMULHU <= 0;
            opDIV <= 0; opDIVU <= 0; opREM <= 0; opREMU <= 0;
            signed_a_l <= 0;
            signed_b_l <= 0;
        end
        else begin
            st <= nst;
            ready <= 0;
            case (st)
                S_IDLE: begin
                    busy <= 0;
                    if (start && isMulDiv) begin
                        opMUL    <= dMUL;
                        opMULH   <= dMULH;
                        opMULHSU <= dMULHSU;
                        opMULHU  <= dMULHU;
                        opDIV    <= dDIV;
                        opDIVU   <= dDIVU;
                        opREM    <= dREM;
                        opREMU   <= dREMU;
                        signed_a_l <= (dMUL | dMULH | dMULHSU);
                        signed_b_l <= (dMUL | dMULH);
                        busy <= 1;
                    end
                    else begin
                        opMUL <= 0; opMULH <= 0; opMULHSU <= 0; opMULHU <= 0;
                        opDIV <= 0; opDIVU <= 0; opREM <= 0; opREMU <= 0;
                    end
                end
                S_WAIT: begin
                    busy <= 1;
                end
                S_DONE: begin
                    busy  <= 0;
                    ready <= 1;
                    if (opMUL)         MDResult <= prod64[31:0];
                    else if (opMULH)   MDResult <= prod64[63:32];
                    else if (opMULHSU) MDResult <= prod64[63:32];
                    else if (opMULHU)  MDResult <= prod64[63:32];
                    else if (opDIV | opDIVU) MDResult <= div_Q;
                    else if (opREM | opREMU) MDResult <= div_R;
                    opMUL <= 0; opMULH <= 0; opMULHSU <= 0; opMULHU <= 0;
                    opDIV <= 0; opDIVU <= 0; opREM <= 0; opREMU <= 0;
                    signed_a_l <= 0; signed_b_l <= 0;
                end
            endcase
        end
    end
endmodule
module folded_mult32(clk,rst,start,A,B,signed_a,signed_b,P,ready,busy);
    input clk,rst,start;
    input [31:0] A,B;
    input signed_a,signed_b;
    output reg [63:0] P;
    output reg ready,busy;
    localparam S_IDLE=2'd0, S_CALC=2'd1, S_DONE=2'd2;
    reg [1:0] state;
    reg [1:0] step;
    reg [63:0] acc;
    reg [15:0] a_low, a_high, b_low, b_high;
    wire a_neg = signed_a & A[31];
    wire b_neg = signed_b & B[31];
    wire [31:0] A_mag = a_neg ? (~A+1) : A;
    wire [31:0] B_mag = b_neg ? (~B+1) : B;
    wire sign_res = a_neg ^ b_neg;
    always @(posedge clk or posedge rst) begin
        if (rst) begin
            state <= S_IDLE;
            ready <= 0;
            busy <= 0;
            acc <= 0;
            step <= 0;
            P <= 0;
        end
        else begin
            case (state)
                S_IDLE: begin
                    ready <= 0;
                    busy <= 0;
                    if (start) begin
                        a_low  <= A_mag[15:0];
                        a_high <= A_mag[31:16];
                        b_low  <= B_mag[15:0];
                        b_high <= B_mag[31:16];
                        acc <= 0;
                        busy <= 1;
                        step <= 0;
                        state <= S_CALC;
                    end
                end
                S_CALC: begin
                    case (step)
                        0: acc <= acc + {32'd0, a_low  * b_low};
                        1: acc <= acc + ({32'd0, a_low  * b_high} << 16);
                        2: acc <= acc + ({32'd0, a_high * b_low } << 16);
                        3: acc <= acc + ({32'd0, a_high * b_high} << 32);
                    endcase
                    step <= step + 1;
                    if (step == 3)
                        state <= S_DONE;
                end
                S_DONE: begin
                    P <= sign_res ? (~acc + 1) : acc;
                    ready <= 1;
                    busy <= 0;
                    state <= S_IDLE;
                end
            endcase
        end
    end
endmodule
module radix4_div32 (clk,rst,start,dividend,divisor,is_signed,Q,R,ready,busy,div_by_zero);
    input clk,rst,start;
    input wire [31:0] dividend,divisor;
    input is_signed;      
    output reg  [31:0] Q,R;
    output reg         ready,busy,div_by_zero;
    localparam S_IDLE=0, S_PREP=1, S_ITER=2, S_DONE=3;
    reg [1:0] state;
    reg [5:0]  bit_cnt;
    reg [63:0] rem;
    reg [31:0] div_u;
    reg [31:0] quo_u;
    reg signA, signB, signQ, signR;
    reg [31:0] A_mag, B_mag;
    reg [63:0] rem_shift;
    reg [31:0] quo_next;
    wire is_div_overflow =
        is_signed &&
        (dividend == 32'h8000_0000) &&
        (divisor  == 32'hFFFF_FFFF);
    always @(posedge clk or posedge rst) begin
        if (rst) begin
            state      <= S_IDLE;
            ready      <= 0;
            busy       <= 0;
            div_by_zero<= 0;
            Q          <= 0;
            R          <= 0;
            rem        <= 0;
            div_u      <= 0;
            quo_u      <= 0;
            bit_cnt    <= 0;
            signA      <= 0;
            signB      <= 0;
            signQ      <= 0;
            signR      <= 0;
            A_mag      <= 0;
            B_mag      <= 0;
        end else begin
            case (state)
                S_IDLE: begin
                    ready       <= 0;
                    busy        <= 0;
                    div_by_zero <= 0;
                    if (start) begin
                        if (divisor == 0) begin
                            div_by_zero <= 1;
                            Q <= 32'hFFFF_FFFF;
                            R <= dividend;
                            ready <= 1;
                            state <= S_IDLE;
                        end
                        else if (is_div_overflow) begin
                            Q <= 32'h8000_0000;
                            R <= 0;
                            ready <= 1;
                            state <= S_IDLE;
                        end
                        else begin
                            busy <= 1;
                            if (is_signed) begin
                                signA <= dividend[31];
                                signB <= divisor[31];
                            end else begin
                                signA <= 0;
                                signB <= 0;
                            end
                            A_mag <= (is_signed && dividend[31]) ? (~dividend + 1) : dividend;
                            B_mag <= (is_signed && divisor[31])  ? (~divisor + 1)  : divisor;
                            state <= S_PREP;
                        end
                    end
                end
                S_PREP: begin
                    rem     <= {32'd0, A_mag};
                    div_u   <= B_mag;
                    quo_u   <= 0;
                    bit_cnt <= 32;
                    signQ   <= (is_signed) ? (signA ^ signB) : 0;
                    signR   <= (is_signed) ? signA : 0;
                    state   <= S_ITER;
                end
                S_ITER: begin
                    rem_shift = {rem[62:0], 1'b0};
                    if (rem_shift[63:32] >= div_u) begin
                        rem      <= {rem_shift[63:32] - div_u, rem_shift[31:0]};
                        quo_next = {quo_u[30:0], 1'b1};
                    end else begin
                        rem      <= rem_shift;
                        quo_next = {quo_u[30:0], 1'b0};
                    end
                    quo_u   <= quo_next;
                    bit_cnt <= bit_cnt - 1;
                    if (bit_cnt == 1)
                        state <= S_DONE;
                end
                S_DONE: begin
                    busy  <= 0;
                    ready <= 1;
                    Q <= signQ ? (~quo_u + 1) : quo_u;
                    R <= signR ? (~rem[63:32] + 1) : rem[63:32];
                    state <= S_IDLE;
                end
            endcase
        end
    end
endmodule
==> /design/flow/run.sh <==
#!/bin/bash
# OpenROAD 26Q1-2900-gdf79404cd8, Yosys 0.63+post, stock flow scripts
make -C /OpenROAD-flow-scripts/flow DESIGN_CONFIG=/design/flow/config.mk WORK_HOME=/design/flow/orfs finish
==> /design/flow/config.mk <==
export PLATFORM = sky130hd
export DESIGN_NAME = mult_div
export DESIGN_NICKNAME = mult_div
export VERILOG_FILES = /design/flow/design.v
export SDC_FILE = /design/flow/constraint.sdc
export NUM_CORES = 4
export LEC_CHECK = 1
export CORE_UTILIZATION = 40
==> /design/flow/constraint.sdc <==
current_design mult_div

set clk_period 20.1
set clk_io_pct 0.2

create_clock -name clk0 -period $clk_period [get_ports {clk}]

set non_clock_inputs [all_inputs -no_clocks]
set_input_delay [expr $clk_period * $clk_io_pct] -clock clk0 $non_clock_inputs
set_output_delay [expr $clk_period * $clk_io_pct] -clock clk0 [all_outputs]
==> notes.md <==
yosys + openroad results -> status complete, no violations, Yosys Chip Area 47900 um^2, first-pass GRT wire length 222 mm, yosys stat cell total 5687, Clk Latency, worst-skew pair 0.64 ns, hold crit path type flip-flop to flip-flop, post-CTS setup buffers 0, die width 348 um, Tmin final 8.27 ns, DRT Pass-1 Iters 6, hold buffers post-CTS 0, total CTS buffers 56, H-tree Lvls 2, final worst slack 11.83 ns, Util after Layout 0.442, Syn. warnings 3, Leakage 23.1 nW, Int Pwr 2.09 mW, Crit path largest cell delay 0.57 ns, max frequency 0.121 GHz, Final Routed Wirelength 139 mm, Hold Fails Final Rpt 0, Max clock buf depth 3, CP cell instances clkdlybuf4s50_1 -> inv_1 -> ha_1 -> nor3b_1 -> and4_1 -> nand4_1 -> nor4_2 -> nand2_1 -> o21ai_1 -> nand3_1 -> and2_4 -> buf_4 -> nor2_1 -> a22o_1, Tool Warnings 39, Psw 0.975 mW, vias in the first global route 38000, Mapped Avg Cell Area 8.41 um^2, Yosys reg bits 519, Crit-path slowest cell nor3b_1, Worst setup EP type flip-flop, fin crit share 0.411, total number of vias 38800, Vias/cell 5.36, Synth-to-Final Area Change 9.43%, num rows 126, # clock sinks 519, placed instance area 50400 um^2, Pre-Place Util 0.404, Flop pwr share 0.412, clock transition at the registers of the reported paths 0.19 ns, Hold Slack 0.458 ns, Synth Seq Share 0.278, port bufs 105, Clk pwr share 0.364, placer congestion estimate 0.956, antenna violations before repair 0, Detail Route Antenna Nets 0, drt drc 0, share of layout cells above drive strength 1 0.0440, peak fanout along the critical path 58, switch share 0.319, wire per inst 19.2 um, VDD IR max 82.7 uV, Worst R2R Path Depth 26, ys flop type dfrtp_1, CP Class input pin to flip-flop, setup TNS 0 ns, Final setup viols 0, worst slew pin tran 0.934 ns, most frequent logic cell in the layout nand2_1, post-CTS sizing 0, number of top-level pins 113, pre-CTS worst setup slack 11.28 ns, distinct lib cells 84, Inserted Diodes 0, Post-synth EDFFs 64, multi-input logic area 31000 um^2, Final Cell Area 52400 um^2, register area 13300 um^2, crit start category input pin, power per cell area 58.4 nW/um^2, CTS root buf clkbuf_16, Slew Viols, Final 0, Hold Path Depth 2, unrepaired setup endpoints after global routing no, die area 121000 um^2, Combinational Power Share 0.225, max_slew headroom 0.377, Filler cells 11500, area of the core 118000 um^2, largest net degree at the start of global routing 86, WP data arrival 8.85 ns, DP Wirelength 102 mm, global-route usage over all layers 0.243, CTS tree built, synthesized area 47900 um^2, Worst EP required 20.68 ns, Mapped Cells 5687, initial detailed-routing violation count 2522, fraction of registers with async set/reset 0.877, max-cap viol count 0, Die Ht 348 um, grt ovf 0, Top cells excl fill/tap nand2_1, inv_1, dfrtp_1, Worst Skew 0.217 ns
==> flip-flops by register name (all words and copies together) (netlist names), 2 cells and up <==
register       flops
U_DIV.rem         64
U_MUL.P           64
U_MUL.acc         64
MDResult          32
U_DIV.A_mag       32
U_DIV.B_mag       32
U_DIV.Q           32
U_DIV.R           32
U_DIV.div_u       32
U_DIV.quo_u       32
U_MUL.a_high      16
U_MUL.a_low       16
U_MUL.b_high      16
U_MUL.b_low       16
U_DIV.bit_cnt      6
U_DIV.state        4
U_MUL.state        3
st                 3
U_MUL.step         2
==> power groups by stage <==
stage,Combinational [mW],Clock (mW),Sequential (mW)
5_1_grt,0.762,1.17,1.27
4_1_cts,0.685,1.13,1.26
6_report,0.687,1.11,1.26
==> synth_stat cells (8+ instances only) <==
| master | count | area, um^2 |
|---|---|---|
| nand2b_1 | 19 | 119 |
| o21bai_1 | 12 | 90.1 |
| o22ai_1 | 16 | 100 |
| o31a_1 | 8 | 70.1 |
| dfrtp_1 | 452 | 11300 |
| inv_1 | 613 | 2300 |
| a21o_1 | 77 | 578 |
| a311oi_1 | 36 | 315 |
| o41ai_1 | 28 | 245 |
| o221ai_1 | 9 | 78.8 |
| a21oi_1 | 333 | 1670 |
| a21boi_0 | 12 | 90.1 |
| nand4_1 | 34 | 213 |
| nand2_1 | 776 | 2910 |
| nor2_1 | 428 | 1610 |
| fa_1 | 324 | 6490 |
| o21ai_0 | 393 | 1970 |
| ha_1 | 290 | 3630 |
| o2bb2ai_1 | 10 | 87.6 |
| and2_1 | 274 | 1710 |
| or3_1 | 31 | 194 |
| o31ai_1 | 42 | 315 |
| mux2_2 | 12 | 135 |
| and4_1 | 9 | 78.8 |
| a31o_2 | 9 | 78.8 |
| nor3_1 | 73 | 365 |
| nor3b_1 | 11 | 82.6 |
| a211oi_1 | 35 | 263 |
| edfxtp_1 | 64 | 1920 |
| a31oi_1 | 38 | 238 |
| a22oi_1 | 23 | 173 |
| clkbuf_1 | 336 | 1260 |
| a221oi_1 | 11 | 96.3 |
| o21a_1 | 20 | 150 |
| o211ai_1 | 37 | 278 |
| xnor2_1 | 323 | 2830 |
| or4_1 | 18 | 135 |
| and3_1 | 16 | 100 |
| buf_1 | 14 | 52.6 |
| mux2i_1 | 54 | 541 |
| nand3_1 | 57 | 285 |
| xor2_1 | 163 | 1430 |
| nor4_1 | 24 | 150 |
| a22o_1 | 15 | 131 |
| nor2b_1 | 21 | 131 |
==> logic make-up after synthesis <==
family,count (synthesis),synth area share
AND/OR/NAND/NOR,1814,0.174
buffers and inverters,966,0.0758
flip-flops,519,0.278
AND-OR/OR-AND,1222,0.158
multiplexers,66,0.0141
adder cells (fa/ha/maj),614,0.211
XOR/XNOR,486,0.0889
==> final timing paths <==
kind,startpoint,end,slack (ns)
max,B[0],U_DIV.Q[27]$_DFFE_PP0P_,11.83
min,U_DIV.A_mag[2]$_DFFE_PP0P_,U_DIV.rem[2]$_DFFE_PP0P_,0.46
max reg2reg,U_MUL.a_low[9]$_DFFE_PP_,U_MUL.acc[60]$_DFFE_PP0P_,11.85
min reg2reg,U_DIV.A_mag[2]$_DFFE_PP0P_,U_DIV.rem[2]$_DFFE_PP0P_,0.46
max in group asynchronous,rst,U_DIV.state[2]$_DFF_PP0_,13.49
min in group asynchronous,rst,U_DIV.A_mag[18]$_DFFE_PP0P_,4.09
==> through the flow <==
stage	cells	power, mW
CTS	7240	3.08
floorplan	5687	1.74
detailed placement	7135	1.96
finish	7240	3.06
global route	7240	3.21
global placement	7135	1.96
==> per-layer routing <==
metal	GRT usage	share of wire
met1	0.359	0.44
met2	0.376	0.46
met3	0.0560	0.070
met4	0.0555	0.027
met5	0.00400	0.00037
==> critical path, delay by kind of cell <==
| family | cells | cell delay [ns] |
|---|---|---|
| AND-OR/OR-AND | 2 | 0.53 |
| buffers and inverters | 3 | 1.01 |
| adder cells (fa/ha/maj) | 1 | 0.20 |
| AND/OR/NAND/NOR | 8 | 3.04 |
==> cell type report <==
type / instances / share of cell area
inverters: 614 / 0.0442
well taps: 1600 / 0.0382
clock inverters: 23 / 0.00681
repair buffers: 200 / 0.0337
clock buffers: 82 / 0.0313
flip-flops and latches: 519 / 0.254
multi-input cells: 4202 / 0.591
Power figures rest on the tool's default switching activity, not on a simulated workload.
