`flow/run.sh`:
```
#!/bin/bash
# OpenROAD 26Q1-2900-gdf79404cd8, Yosys 0.63+post, stock flow scripts
make -C /OpenROAD-flow-scripts/flow DESIGN_CONFIG=/design/flow/config.mk WORK_HOME=/design/flow/orfs finish
```
`flow/config.mk`:
```
export PLATFORM = sky130hd
export DESIGN_NAME = reg_file
export DESIGN_NICKNAME = reg_file
export VERILOG_FILES = /design/flow/design.v
export SDC_FILE = /design/flow/constraint.sdc
export NUM_CORES = 4
export LEC_CHECK = 1
export CORE_UTILIZATION = 40
```
`flow/constraint.sdc`:
```
current_design reg_file

set clk_period 6.5
set clk_io_pct 0.2

create_clock -name clk0 -period $clk_period [get_ports {clk}]

set non_clock_inputs [all_inputs -no_clocks]
set_input_delay [expr $clk_period * $clk_io_pct] -clock clk0 $non_clock_inputs
set_output_delay [expr $clk_period * $clk_io_pct] -clock clk0 [all_outputs]
```
`flow/design.v`:
```
module reg_file (clk,rst,rs1,rs2,rd,write_data,reg_write,rs1_data,rs2_data);
    input  clk,rst,reg_write;
    input [4:0]  rs1,rs2,rd;
    input [31:0] write_data;
    output [31:0] rs1_data,rs2_data;
     reg [31:0] regs [0:31];
    integer i;
    assign rs1_data = (rs1 == 0) ? 32'd0 : regs[rs1];
    assign rs2_data = (rs2 == 0) ? 32'd0 : regs[rs2];
    always @(posedge clk or posedge rst) begin
        if (rst) begin
            for (i = 0; i < 32; i = i + 1)
                regs[i] <= 32'd0;
        end else if (reg_write && (rd != 0)) begin
            regs[rd] <= write_data;
        end
    end
endmodule
```
==> flow_summary.json <==
{
  "outcome": "finished, final reports clean",
  "placed_area_um2": 56500,
  "ir_drop_mv": 0.246,
  "power_density_nw_per_um2": 301,
  "grt_pass1_wl_mm": 393,
  "postSynthSeqShare_pct": 48.0,
  "p_int_mw": 12.7,
  "yosys_area_um2": 51700,
  "hold_ws_ns": 0.508,
  "final_area_um2": 60500,
  "io_pins": 114,
  "min_period_ns": 6.07,
  "critical_path_required_ns": 5.20,
  "end_kind": "output port",
  "seq_power_share_pct": 47.4,
  "ys_cells": 4649,
  "grt_pass1_vias": 46200,
  "track_usage_pct": 45.9,
  "largest_register": "regs",
  "synth-xor-area-share_pct": 0,
  "regArea_um2": 24800,
  "clock_power_share_pct": 37.5,
  "finalHoldViolations": 0,
  "crit_path_max_fanout": 21,
  "synth_cell_type_count": 73,
  "maxSlewViolCount": 0,
  "max_freq_mhz": 165,
  "cp.depth": 8,
  "cts.sinks": 992,
  "openroad.warnings": 46,
  "vias": 47700,
  "drive_gt1_share_pct": 34.7,
  "hold_buffers": 0,
  "drc": 0,
  "std_cell_rows": 131,
  "core_area_um2": 128000,
  "reg.largest.list": "regs: 992 flops",
  "drtPass1Iterations": 10,
  "synthArstFlopShare_pct": 100,
  "crit_buf_inv": 3,
  "antenna_found_initial": 22,
  "logic_area_um2": 25200,
  "fp_util_pct": 40.4,
  "syn-cell-area_um2": 51700,
  "maxCapViolations": 0,
  "ys_sh_simple_pct": 15.0,
  "slew_headroom_pct": 15.6,
  "grt_max_degree": 120,
  "slowest_stage": "nor2_2",
  "path_class": "in2out",
  "drt-total-wl_mm": 291,
  "top_layer": "met5",
  "die-height_um": 362,
  "switching_share_pct": 30.4,
  "edf_count": 0,
  "cts_tree": "done",
  "ys_ff": 992,
  "worst_pin_slew_ns": 1.25,
  "comb_power_share_pct": 15.1,
  "h-tree-depth": 3,
  "syn_avg_cell_area_um2": 11.1,
  "cts.clk_slew.worst_paths_ns": 0.06,
  "syn_to_final_growth_pct": 17.0,
  "max_stage_delay_ns": 0.86,
  "overflow": 0,
  "die-area_um2": 131000,
  "antenna_left": 0,
  "rsz0062_at_grt": "no",
  "gp_congestion": 1.08,
  "chipWidth_um": 362,
  "largest_reg_flops": 992,
  "wl_met1_mm": 102,
  "port_buffers": 113,
  "top_logic_kind": "multiplexers",
  "netlist_instances": 4649,
  "via_per_inst": 7.32,
  "numCtsBuffers": 112,
  "finalSetupViolCount": 0,
  "synthMuxAreaShare_pct": 21.8,
  "met3WireLength_mm": 49.5,
  "cp_data_arrival_time_ns": 4.77,
  "power_mw": 18.2,
  "postCtsSetupBuffers": 0,
  "worstSkewPairLatency_ns": 0.77,
  "avgRoutedWirePerCell_um": 44.7,
  "hold_class": "reg2reg",
  "yosys_warnings": 2,
  "p_leak_nw": 26.1,
  "critPathTopFamily": "simple AND/OR/NAND/NOR gates",
  "fillers": 11500,
  "r2r_cells": 1,
  "wl_met2_mm": 115,
  "crit_path_cell_trace": "buf_2 -> or3b_1 -> nor2_2 -> buf_4 -> a22oi_1 -> and4_1 -> a31oi_1 -> clkdlybuf4s50_1",
  "cts.repair.resized": 0,
  "synthFlopType": "dfrtp_1",
  "finalClockPeriodUsage_pct": 93.4,
  "fin_util_pct": 47.3,
  "adder_share_pct": 0,
  "setup_tns_ns": 0,
  "hold_depth": 1,
  "cp-start-kind": "input pin",
  "cts_root_buf": "clkbuf_16",
  "clk_path_buf_depth": 3,
  "skew_ns": 0,
  "drt_iter0_markers": 6464,
  "p_sw_mw": 5.53,
  "dp_hpwl_mm": 184,
  "ys_sh_aoi_pct": 11.0
}
[layout make-up]
type	instances	area share, %
antenna	23	0.0952
clock buffer	151	5.31
clock inverter	58	1.22
inverter	20	0.130
multi-input combinational	3133	41.6
sequential	992	41.0
tap	1662	3.44
timing repair buffer	468	7.12
[cell families (layout without fill, tap and decap cells)]
kind of cell / Yosys count / after routing
buf+inv: 524 / 697
simple gates: 1384 / 1384
other cells: 0 / 23
flops: 992 / 992
compound gates: 749 / 749
mux: 1000 / 1000
[cell usage in the layout (no fill, tap or decap), types with 67 or more instances in the layout]
cell type / count
mux2_2: 993
dfrtp_1: 992
nand3_1: 596
a22oi_1: 356
buf_4: 313
and3_1: 229
nand4_1: 184
clkbuf_16: 112
clkdlybuf4s50_1: 104
a21oi_1: 77
nand2_1: 72
a2111oi_0: 67
[synth_stat cells (all sizes together) (33+ instances only)]
library cell  number  share of area [%]
a31oi             56               0.68
a21oi             77               0.75
nor4              40               0.50
nand2             86               0.62
mux2             995                 22
clkbuf           293                2.1
nor2              74               0.57
a22o              45               0.76
and3             232                2.8
buf              211                1.9
nand3            598                5.8
nand4            184                2.2
and4              49               0.83
a22oi            356                5.2
a222oi            33               0.64
dfrtp            992                 48
a2111oi           71                1.3
[per-layer routing]
metal / track usage [%] / up-vias
met4: 27.8 / 34
li1: - / 18000
met1: 57.9 / 24000
met2: 59.6 / 4242
met3: 28.3 / 1379
met5: 2.81 / -
[power by group through the flow]
stage	logic, mW	registers [mW]	clock network, mW
after global routing	2.87	8.72	7.10
final	2.75	8.63	6.83
after CTS	2.67	8.56	6.86
[metrics by stage]
step | std cells | worst slack, ns
final | 6507 | 0.426
after global routing | 6485 | 0.482
after CTS | 6484 | 0.654
after detailed placement | 6275 | 0.656
after global placement | 6275 | 0.667
after floorplan | 4649 | -8.47
[path summary, 6_finish.rpt]
path,to,startpoint,slack (ns)
max in group asynchronous,regs[25][0],rst,3.65
min,regs[5][11],regs[5][11],0.51
min reg2reg,regs[5][11],regs[5][11],0.51
min in group asynchronous,regs[28][17],rst,0.96
max reg2reg,regs[6][11],regs[6][11],5.57
max,rs1_data[9],rs1[2],0.43
